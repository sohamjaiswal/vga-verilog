==> flow/design.v <==
module Comparator11 (
  input [10:0] input_value,
  input [10:0] loaded_value,
  output reg match
);
  always @(input_value, loaded_value) begin
    if (input_value == loaded_value) begin
      match = 1;   
    end else begin
      match = 0;   
    end
  end
endmodule
module Comparator10 (
  input [9:0] input_value,
  input [9:0] loaded_value,
  output reg match
);
  always @(input_value, loaded_value) begin
    if (input_value == loaded_value) begin
      match = 1;   
    end else begin
      match = 0;   
    end
  end
endmodule
==> flow/run.sh <==
#!/bin/bash
# OpenROAD 26Q1-2900-gdf79404cd8, Yosys 0.63+post, stock flow scripts
make -C /OpenROAD-flow-scripts/flow DESIGN_CONFIG=/design/flow/config.mk WORK_HOME=/design/flow/orfs finish
==> flow/config.mk <==
export PLATFORM = sky130hd
export DESIGN_NAME = Comparator11
export DESIGN_NICKNAME = Comparator11
export VERILOG_FILES = /design/flow/design.v
export SDC_FILE = /design/flow/constraint.sdc
export NUM_CORES = 4
export LEC_CHECK = 1
export CORE_AREA = 10 10 70 70
export DIE_AREA = 0 0 80 80
==> flow/constraint.sdc <==
current_design Comparator11

set clk_period 1.0
set clk_io_pct 0.2

create_clock -name clk0 -period $clk_period

set non_clock_inputs [all_inputs -no_clocks]
set_input_delay [expr $clk_period * $clk_io_pct] -clock clk0 $non_clock_inputs
set_output_delay [expr $clk_period * $clk_io_pct] -clock clk0 [all_outputs]
==> reports/results.tsv <==
stage	metric	value	unit
final_layout	layout_top_cell	buf_2	
power_and_ir_drop	ir_drop	0.0535	mV
place	portBuffers	23	
drt	routed_wl	792	um
drt	drt-initial-drc-count	3	
worst_hold_path	hold-path-cell-count	5	
logic_synthesis	synth_warnings	1	
final_layout	drive_gt1_share	76.3	%
drt	ant_nets	0	
final_layout	ff_count	0	
power_and_ir_drop	combPwrFrac	100.0	%
grt	grt_pass1_wl	1140	um
logic_synthesis	synth_cell_type_count	4	
cts	holdBufCountCts	0	
logic_synthesis	avgSynthCellArea	8.26	um^2
timing	finalCriticalPeriod	1080	ps
critical_path	cp-end-kind	output port	
final_layout	n_fill_cell	410	
timing	maxSlewViolCount	0	
die	die-width	80	um
final_layout	most-common-layout-cells	12 x buf_2, 6 x xnor2_1, 6 x buf_6	
place	place_ws	-819	ps
final_layout	area_growth	200	%
die	die_h	80	um
drt	dr.pass1.iters	2	
timing	setup_viol	1	
grt	grt_max_degree	2	
final_layout	clkbuf_count	0	
critical_path	worstPathMaxFanout	1	
logic_synthesis	syn_area	124	um^2
die	io-pin-count	23	
timing	setup_slack	-80.5	ps
critical_path	crit_path_end	match	
job	warnings	34	
power_and_ir_drop	clockPowerShare	0	%
grt	antenna_found_initial	0	
critical_path	arrival	880	ps
die	fp_util	3.63	%
worst_hold_path	min_path_type	in2out	
critical_path	required	800	ps
logic_synthesis	yosysCellCount	15	
critical_path	crit_type	in2out	
drt	vias	189	
run_status	violations	negative setup slack	
drt	via_per_inst	2.25	
final_layout	flop_area	0	um^2
timing	rsz0062_at_grt	yes	
timing	whs	764	ps
timing	max_freq	926	MHz
die	fp-row-count	21	
grt	grt_pass1_vias	231	
power_and_ir_drop	power_density	355	nW/um^2
job	drv_cap	0	
critical_path	crit_start	input_value[0]	
logic_synthesis	postSynthSeqShare	0	%
logic_synthesis	yosys_area	124	um^2
final_layout	combGateArea	161	um^2
timing	hold_viol	0	
power_and_ir_drop	netSwitchingPower	0.0431	mW
place	gp_congestion	0.656	
drt	drc	0	
power_and_ir_drop	switching_share	32.7	%
power_and_ir_drop	internal_power	0.0887	mW
die	chip_area	6400	um^2
grt	grt_util_all_layers	2.31	%
grt	overflow	0	
drt	diodes	0	
timing	tightestPinTransition	137	ps
timing	slew-limit-headroom	90.8	%
critical_path	worst_setup_path_start_kind	primary input	
power_and_ir_drop	p_seq_share	0	%
drt	avgRoutedWirePerCell	9.43	um
power_and_ir_drop	total_leakage_power	0.159	nW
timing	final.period_utilization	108	%
run_status	status	finished, violations left	
die	core_area	3420	um^2
logic_synthesis	syn_inst	15	
metrics by stage:
| stage | setup TNS (ps) | util [%] | area (um^2) | std cells | power [mW] |
|---|---|---|---|---|---|
| after floorplan | 0 | - | 124 | 15 | 0.0442 |
| after global placement | -823 | 12.1 | 412 | 84 | 0.142 |
| after detailed placement | -819 | 12.1 | 412 | 84 | 0.143 |
| after CTS | -101 | 11.6 | 397 | 84 | 0.138 |
| after global routing | -138 | 10.9 | 372 | 84 | 0.142 |
| final | -80.5 | 10.9 | 372 | 84 | 0.132 |
cells by family after synthesis:
family | after synthesis | synth area share, %
xor gates and xnor gates | 11 | 77.8
and+or+nand+nor | 4 | 22.2
area by class of cell:
| type | instances | area share [%] |
|---|---|---|
| multi-input cells | 15 | 43.4 |
| repair buffers | 23 | 41.1 |
| well taps | 46 | 15.5 |
how the worst min path moves through the flow:
stage          startpoint     to
4_1_cts   loaded_value[4]  match
5_1_grt    input_value[6]  match
6_report  loaded_value[4]  match
critical path: stages:
cell	delay, ps
buf_6	100
xnor2_2	130
nand4_1	140
nor3_2	190
buf_2	120
synth_stat cells (all sizes together):
cell	n	area, um^2
nor3	1	10.0
nand4	2	12.5
xnor2	11	96.3
nand3	1	5.00
what timing repair did:
item	in CTS	in global routing
buffers inserted	0	0
setup endpoints to repair	1	1
pin swaps	15	7
resized	85	7
power by group through the flow:
| stage | registers, mW | clock network [mW] | logic (mW) |
|---|---|---|---|
| 4_1_cts | 0 | 0 | 0.138 |
| 5_1_grt | 0 | 0 | 0.142 |
| 6_report | 0 | 0 | 0.132 |
metal layers:
| layer | GRT usage, % | share of wire (%) | vias up |
|---|---|---|---|
| met5 | 0 | 0 | - |
| met3 | 0.682 | 6.2 | 0 |
| met2 | 5.14 | 65 | 5 |
| li1 | - | - | 97 |
| met1 | 1.99 | 29 | 87 |
| met4 | 0 | 0 | 0 |
No activity file was given, so power comes from the tool's default toggle rates.
