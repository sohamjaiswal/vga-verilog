## flow/run.sh

```bash
#!/bin/bash
# OpenROAD 26Q1-2900-gdf79404cd8, Yosys 0.63+post, stock flow scripts
make -C /OpenROAD-flow-scripts/flow DESIGN_CONFIG=/design/flow/config.mk WORK_HOME=/design/flow/orfs finish
```

## flow/config.mk

```make
export PLATFORM = sky130hd
export DESIGN_NAME = VCounter
export DESIGN_NICKNAME = VCounter
export VERILOG_FILES = /design/flow/design.v
export SDC_FILE = /design/flow/constraint.sdc
export NUM_CORES = 4
export LEC_CHECK = 1
export CORE_AREA = 10 10 70 70
export DIE_AREA = 0 0 80 80
```

## flow/constraint.sdc

```tcl
current_design VCounter

set clk_period 3.0
set clk_io_pct 0.2

create_clock -name clk0 -period $clk_period [get_ports {clk}]

set non_clock_inputs [all_inputs -no_clocks]
set_input_delay [expr $clk_period * $clk_io_pct] -clock clk0 $non_clock_inputs
set_output_delay [expr $clk_period * $clk_io_pct] -clock clk0 [all_outputs]
```

## flow/design.v

```verilog
module HCounter (
  input wire clk,   
  input wire rst,   
  output reg [10:0] count,   
  output reg int_reset
);
  always @(posedge clk or posedge rst) begin
    int_reset <= 0;
    if (rst) begin
      count <= 11'b0;   
    end else begin
      if (count == 11'd1056) begin   
        count <= 11'b0;   
        int_reset <= 1;  
      end else begin
        count <= count + 1;   
      end
    end
  end
endmodule
module VCounter (
  input wire clk,   
  input wire rst,   
  output reg [9:0] count,   
  output reg int_reset
);
  always @(posedge clk or posedge rst) begin
    int_reset <= 0;
    if (rst) begin
      count <= 10'b0;   
    end else begin
      if (count == 10'd628) begin   
        count <= 10'b0;   
        int_reset <= 1;  
      end else begin
        count <= count + 1;   
      end
    end
  end
endmodule
```

==> flow_summary.rst <==
Implementation results
======================

.. list-table::
   :header-rows: 1

   * - Metric
     - Value
   * - Nature of the critical path endpoint
     - primary output
   * - Buf/Inv on CP
     - 1
   * - Clock tree from TritonCTS
     - yes
   * - Cycle use final
     - 0.6164
   * - Seq/Total Area, Yosys
     - 0.5140
   * - Share of power burned in registers
     - 0.594
   * - Cell internal power dissipation
     - 0.2008 mW
   * - Largest fanout on the critical path
     - 7
   * - Synthesized area per cell
     - 10.10 um^2
   * - Count of synthesis-stage warnings from yosys
     - 1
   * - Number of vias per cell after detailed routing
     - 3.809
   * - Startpoint of the worst setup timing path
     - count[2]
   * - Count of unique library cells instantiated by Yosys
     - 22
   * - Area of the synthesized netlist per yosys stat
     - 535.5 um^2
   * - Launch point of the worst reg-to-reg path
     - count[0]
   * - DRC
     - 0
   * - Chip Area
     - 6400 um^2
   * - Area of the mapped netlist
     - approximately 540 um^2
   * - Number of instances in the synthesized netlist
     - 53
   * - DR pass1 iterations
     - 4
   * - Share of power burned in the clock network
     - 0.388
   * - Psw
     - 0.04853 mW
   * - Clock latency at the later pin of the worst-skew pair
     - 0.26 ns
   * - Post-CTS Setup Repair Bufs
     - 0
   * - Final Wtd Congestion
     - 0.7991
   * - Buffer cell driving the clock tree root
     - clkbuf_4
   * - Final max-slew violation count
     - 0
   * - Post-CTS resize count
     - 0
   * - IO Pins
     - 13
   * - Crit path cell chain
     - clkdlybuf4s50_1
   * - Effective utilization at floorplan
     - 0.1568
   * - Number of nets still failing antenna checks after routing
     - 0
   * - Combined flip-flop and latch cell area
     - roughly 280 um^2
   * - Worst min path class
     - reg -> reg
   * - Dpl hpwl
     - 964.2 um
   * - Reg clk slew, reported paths
     - 0.07 ns
   * - Outcome
     - finished, final reports clean
   * - Layout area overhead
     - 38.08%
   * - Minimum period implied by the final worst setup slack
     - ~1.8 ns
   * - Antenna diode count
     - 0
   * - Via Count
     - 438
   * - First-pass GRT wire length
     - 2.090 mm
   * - Buffer depth of the longest clock path
     - 2
   * - Utilization after layout
     - 0.2165
   * - Data required time at the worst endpoint
     - 2.40 ns
   * - Area used by multi-input combinational logic
     - 237.7 um^2
   * - Number of clock buffers inserted by TritonCTS
     - 3
   * - Buffers added on ports
     - 12
   * - Number of antenna violations at the first check in global routing
     - 0
   * - Final setup violation count
     - 0
   * - Largest clock skew in the final design
     - around 0.0055 ns
   * - Number of rows created at floorplan
     - 21
   * - Worst hold margin
     - ~0.53 ns
   * - Average wire per standard cell
     - roughly 11 um
   * - Power density over the cells
     - approximately 340 nW/um^2
   * - Number of hold-repair buffers added at the cts stage
     - 0
   * - Achievable Freq
     - 0.5408 GHz
   * - Total wire length after detailed routing
     - 1.220 mm
   * - First DRT Iteration DRCs
     - 16
   * - Critical Path Start Type
     - register
   * - Combinational share of power
     - 0.017
   * - Highest-delay cell along the critical path
     - clkdlybuf4s50_1
   * - Transition time of the tightest slew-check pin
     - about 0.43 ns
   * - Core outline area
     - 3416 um^2
   * - Dominant delay contributor by cell family on the critical path
     - buffers and inverters
   * - Type of the setup path with the least slack
     - reg -> out
   * - Clock net sink count
     - 11
   * - Die Wd
     - 80 um
   * - RSZ-0062 raised after global routing
     - no
   * - Filler instances
     - 380
   * - Clock H-tree levels
     - 1
   * - Worst IR drop on VDD
     - 165.3 uV
   * - Vias in the first global route
     - 451
   * - Critical path arrival
     - 1.25 ns
   * - Beginning of the worst hold path
     - count[8]
   * - Overflow left after global routing
     - 0
   * - Height of the die
     - 80 um
   * - Final hold violation count
     - 0
   * - Tool warning count
     - 26
   * - Count of instantiated cells in the yosys netlist
     - 53
   * - Switching Share
     - 0.1946
   * - Flops & latches, synth
     - 11
   * - Crit-path max cell delay
     - around 0.52 ns
   * - Maximum number of pins on one net before global-route repair
     - 12
   * - Static leakage
     - 0.2758 nW
   * - Total routing usage reported by global routing
     - 0.04131
   * - Max-cap check violation count
     - 0
   * - Proportion of layout cells with a drive suffix above 1
     - 0.07246
   * - Worst slew margin relative to its limit
     - 0.7107
   * - Sum Neg Setup Slack
     - 0 ns
## per-stage QoR
stage                     power, mW  cell area [um^2]  std cells  setup slack [ns]
after global routing         0.2627             739.5        115             1.069
final                        0.2493             739.5        115             1.151
after detailed placement     0.1555             713.2        111             1.260
after global placement       0.1555             713.2        111             1.286
after CTS                    0.2537             739.5        115             1.131
after floorplan              0.1533             535.5         53             1.329
## state kept, by name (all words and copies together), names as in the netlist
signal	flops
count	10
int_reset	1
## kinds of logic (layout without fill, tap and decap cells)
| family | after synthesis | after routing | synth area share |
|---|---|---|---|
| and+or+nand+nor | 22 | 22 | 0.2243 |
| buffers and inverters | 6 | 22 | 0.04205 |
| xor gates and xnor gates | 5 | 5 | 0.08179 |
| AOI/OAI and AO/OA | 7 | 7 | 0.09113 |
| DFF | 11 | 11 | 0.5140 |
| adders and majority gates | 2 | 2 | 0.04672 |
## per-layer routing
| metal | routed length, um | global-route usage | vias up |
|---|---|---|---|
| met5 | 0 | 0 | - |
| met4 | 6 | 0.001761 | 0 |
| met3 | 118 | 0.02500 | 2 |
| met2 | 497 | 0.05939 | 12 |
| met1 | 597 | 0.05438 | 206 |
| li1 | - | - | 218 |
## cells in the final DEF (no fill, tap or decap)
master,count
clkbuf_4,3
o311a_1,1
a21boi_0,1
nor2b_1,1
nand2b_1,1
inv_1,6
nand2_1,2
xnor2_1,3
a211o_1,1
clkbuf_1,1
dfrtp_1,11
nor2_1,6
nor3_1,1
xor2_1,2
nand3_1,5
nand4_1,2
clkdlybuf4s50_1,12
o21ai_0,2
nor3_2,1
ha_1,2
or4_1,1
a21oi_1,1
or3_1,1
o211ai_1,1
or3b_4,1
## power by group through the flow
stage	combinational, mW	sequential [mW]	clock (mW)
4_1_cts	0.00451	0.148	0.101
5_1_grt	0.00495	0.148	0.110
6_report	0.00424	0.148	0.0969
## cell type report
type                    count  area share
flip-flops and latches     11      0.3723
multi-input cells          36      0.3215
repair buffers             12      0.1624
well taps                  46     0.07783
clock buffers               4     0.03553
inverters                   6     0.03046
## cell usage after synthesis
| library cell | n | share of area |
|---|---|---|
| nor3_1 | 1 | 0.0093 |
| o211ai_1 | 1 | 0.014 |
| inv_1 | 6 | 0.042 |
| nand3_1 | 5 | 0.047 |
| nand4_1 | 2 | 0.023 |
| nand2_1 | 2 | 0.014 |
| or3_1 | 1 | 0.012 |
| ha_1 | 2 | 0.047 |
| a21boi_0 | 1 | 0.014 |
| nor2_1 | 6 | 0.042 |
| a211o_1 | 1 | 0.016 |
| nand2b_1 | 1 | 0.012 |
| o311a_1 | 1 | 0.019 |
| a21oi_1 | 1 | 0.0093 |
| xnor2_1 | 3 | 0.049 |
| or4_1 | 1 | 0.014 |
| o21ai_0 | 2 | 0.019 |
| nor2b_1 | 1 | 0.012 |
| xor2_1 | 2 | 0.033 |
| or3b_4 | 1 | 0.021 |
| dfrtp_1 | 11 | 0.51 |
| nor3_2 | 1 | 0.019 |
## path summary, 6_finish.rpt
kind                             to  slack, ns  depth (start not counted)
setup / recovery           count[2]       1.15                          1
hold / removal             count[8]       0.53                          1
setup reg to reg           count[5]       1.25                          5
hold reg to reg            count[8]       0.53                          1
max in group asynchronous  count[7]       2.06                          2
min in group asynchronous  count[0]       0.64                          2
Power and IR drop assume default switching activity.
